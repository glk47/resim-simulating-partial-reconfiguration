[./config.mk]
export PLATFORM = sky130hd
export DESIGN_NAME = reverse
export DESIGN_NICKNAME = reverse
export VERILOG_FILES = /design/flow/design.v
export SDC_FILE = /design/flow/constraint.sdc
export NUM_CORES = 4
export LEC_CHECK = 1
export CORE_UTILIZATION = 40
[./constraint.sdc]
current_design reverse

set clk_period 8.7
set clk_io_pct 0.2

create_clock -name clk0 -period $clk_period [get_ports {clk}]

set non_clock_inputs [all_inputs -no_clocks]
set_input_delay [expr $clk_period * $clk_io_pct] -clock clk0 $non_clock_inputs
set_output_delay [expr $clk_period * $clk_io_pct] -clock clk0 [all_outputs]
[./design.v]
`timescale 1ns/1ns
module filter_sync
#(parameter
	INVALUE  = 32'h1,
	OUTVALUE = 32'h1
)
(
	input       clk       ,
	input       rstn      ,
	input       is_data_in,
	input       is_data_out,
	input       rc_reqn,
	output reg  rc_ackn
);
	reg [1:0] state_c, state_n;
	wire rc_is_idle;
	wire [31:0] rc_tc;
	reg [31:0] rc_tc_0;
	wire [31:0] rc_tc_1;
	assign rc_tc_1 = rc_tc_0 + INVALUE;
	always @(posedge clk or negedge rstn) begin
		if (~rstn) begin
			rc_tc_0 <= 32'h0;
		end else begin
			if (is_data_in) rc_tc_0 <= rc_tc_0 + INVALUE;
			if (is_data_out) rc_tc_0 <= rc_tc_0 - OUTVALUE;
		end
	end
	assign rc_tc = (is_data_in) ? rc_tc_1: rc_tc_0;
	assign rc_is_idle = (rc_tc == 32'h0);
	localparam [1:0]
		RC_Idle    = 4'd0,
		RC_ReqAck  = 4'd1;
	always @(posedge clk or negedge rstn) begin
		if (~rstn)
			state_c <= RC_Idle;
		else
			state_c <= state_n;
	end
	always @(*) begin
		{rc_ackn} = {1'b1};
		case (state_c)
			RC_Idle: begin state_n = (~rc_reqn)? RC_ReqAck:RC_Idle; end
			RC_ReqAck:begin
				if(rc_is_idle) begin
					state_n = RC_Idle;
					rc_ackn = 1'b0;
				end else begin
					state_n = RC_ReqAck;
				end
			end
			default: begin state_n = RC_Idle; end
		endcase
	end
endmodule
`timescale 1ns/1ns
module reverse
#(parameter
	C_CNT_BW = 32,
	C_RETRY_DELAY = 16
)
(
	input                 clk           ,
	input                 rstn          ,
	output                p_prdy        ,
	input                 p_crdy        ,
	input                 p_cerr        ,
	output     [31:0]     p_data        ,
	input                 c_prdy        ,
	output                c_crdy        ,
	output                c_cerr        ,
	input      [31:0]     c_data        ,
	input                 rc_reqn       ,
	output                rc_ackn       
);
	wire data1_wr_en, data2_wr_en;
	wire is_data_1; wire is_data_2; wire is_1_or_2;
	reg [31:0] data1,data2;
	reg [7:0] retrycnt; wire is_retry;
	reg [3:0] tocnt;
	reg [3:0] state_c, state_n;
	localparam [3:0]
		S_Rd1      = 4'd0,
		S_Rd2      = 4'd1,
		S_Wr1      = 4'd2,
		S_Wr2      = 4'd3,
		S_ReTry1   = 4'd4,
		S_ReTry2   = 4'd5,
		S_IDLE     = 4'd15;
	always @(posedge clk or negedge rstn) begin
		if (~rstn) begin
			retrycnt <= 8'h0;
		end else begin
			if ((state_c == S_ReTry1)||(state_c == S_ReTry2)) retrycnt <= retrycnt+1'b1;
			else if ((state_c == S_Wr1)||(state_c == S_Wr2)) retrycnt <= 'b0;
		end
	end
	assign is_retry = (retrycnt == C_RETRY_DELAY-1);
	always @(posedge clk or negedge rstn) begin
		if (~rstn) begin
			tocnt <= 4'h0;
		end else begin
			if (c_prdy && ~c_crdy) tocnt <= tocnt + 'h1;
			else tocnt <= 4'h0;
		end
	end
	assign c_cerr = (tocnt == 4'hf) & (~c_crdy);
	assign data1_wr_en = c_prdy & c_crdy & is_data_1;
	assign data2_wr_en = c_prdy & c_crdy & is_data_2;
	always @(posedge clk or negedge rstn) begin
		if (~rstn) begin
			data1 <= 32'h0;
			data2 <= 32'h0;
		end else begin
			if (data1_wr_en) data1 <= c_data;
			if (data2_wr_en) data2 <= c_data;
		end
	end
	assign p_data = (is_1_or_2)? data2: data1;
	stat_cnt #(C_CNT_BW) stat_0(
		.clk(clk),
		.rstn(rstn),
		.din(c_data),
		.din_valid(c_prdy & c_crdy),
		.dout(p_data),
		.dout_valid(p_prdy & p_crdy)
	);
	always @(posedge clk or negedge rstn) begin
		if (~rstn)
			state_c <= S_IDLE;
		else
			state_c <= state_n;
	end
	always @(*) begin
		case (state_c)
			S_IDLE:begin state_n = (c_prdy)? S_Rd1:S_IDLE; end
			S_Rd1:begin state_n = (c_prdy)? S_Rd2:S_Rd1; end
			S_Rd2:begin state_n = (c_prdy)? S_Wr1:S_Rd2; end 
			S_Wr1:begin state_n = (p_crdy)? S_Wr2: (p_cerr)? S_ReTry1: S_Wr1; end
			S_Wr2:begin state_n = (p_crdy)? S_IDLE: (p_cerr)? S_ReTry2: S_Wr2; end
			S_ReTry1: begin state_n = (is_retry)? S_Wr1: S_ReTry1; end
			S_ReTry2: begin state_n = (is_retry)? S_Wr2: S_ReTry2; end
			default: begin state_n = S_IDLE; end
		endcase
	end
	assign p_prdy = (state_c == S_Wr1) || (state_c == S_Wr2);
	assign c_crdy = (state_c == S_Rd1) || (state_c == S_Rd2);
	assign is_data_1 = (state_c == S_Rd1);
	assign is_data_2 = (state_c == S_Rd2);
	assign is_1_or_2 = (state_c == S_Wr1);
	// synthesis translate_off
	reg  [8*20:1] state_ascii;
	always @(*) begin
		if      (state_c==S_Rd1)     state_ascii <= "RD1";
		else if (state_c==S_Rd2)     state_ascii <= "RD2";
		else if (state_c==S_Wr1)     state_ascii <= "WR1";
		else if (state_c==S_Wr2)     state_ascii <= "WR2";
		else if (state_c==S_ReTry1)  state_ascii <= "RETRY1";
		else if (state_c==S_ReTry2)  state_ascii <= "RETRY2";
		else if (state_c==S_IDLE)    state_ascii <= "IDLE";
		else                         state_ascii <= "ERROR";
	end
	// synthesis translate_on
	filter_sync #(32'h1,32'h1) sync_0(
		.clk(clk),
		.rstn(rstn),
		.is_data_in(c_prdy & c_crdy),
		.is_data_out(p_prdy & p_crdy),
		.rc_reqn(rc_reqn),
		.rc_ackn(rc_ackn)
	);
	// synthesis translate_off
	property reverse_operation;
		logic [31:0] d1,d2;
		@(posedge clk) disable iff(~rstn)
		((state_c == S_IDLE) && c_prdy) |->
		##[1:$] (c_prdy && c_crdy,d1=c_data) ##[1:$] (c_prdy && c_crdy,d2=c_data) 
		##[1:$] (p_prdy && p_crdy && (p_data==d2)) ##[1:$] (p_prdy && p_crdy && (p_data==d1));
	endproperty
	assert_reverse_operation : assert property (reverse_operation);
	covergroup cvg_reverse_cfg_req @(posedge clk);
		cfg: coverpoint state_c iff (~rc_reqn) {
			bins cfg[] = {S_Rd1,S_Rd2,S_Wr1,S_Wr2,S_ReTry1,S_ReTry2,S_IDLE};
			illegal_bins other = default;
		}
	endgroup
	cvg_reverse_cfg_req cvg_1 = new;
	assert_reverse_cfg_ack : assert property (@(posedge clk) disable iff(~rstn) 
		(~rc_ackn) |-> ( (state_c == S_IDLE) || ((state_c==S_Rd1)&&(~c_prdy)) )
	);
	cov_reverse_cfg_ack : cover property (@(posedge clk) $fell(rc_ackn) |-> (((state_c == S_IDLE) || ((state_c==S_Rd1)&&(~c_prdy))) ##1 ((state_c==S_Rd1)&&( c_prdy))));
	cov_reverse_reset_0 : cover property (@(posedge clk) (~rstn) |-> (($past(state_c) !== S_IDLE) ##0 (state_c === S_IDLE)));
	cov_reverse_reset_1 : cover property (@(posedge clk) (~rstn) |-> (($past(data1) !== 'h0) ##0 (data1 === 'h0)));
	cov_reverse_reset_2 : cover property (@(posedge clk) (~rstn) |-> (($past(data2) !== 'h0) ##0 (data2 === 'h0)));
	cov_reverse_crdy : cover property (@(posedge clk) (tocnt == 4'hf) |-> c_crdy );
	cov_reverse_cerr : cover property (@(posedge clk) (tocnt == 4'hf) |-> c_cerr );
	// synthesis translate_on
endmodule
`timescale 1ns/1ns
module stat_cnt
#(parameter
	C_CNT_BW = 32
)
(
	input       clk       ,
	input       rstn      ,
	input      [31:0] din,
	input      [31:0] dout,
	input      din_valid,
	input      dout_valid
);
	reg [31:0] indata;
	reg [C_CNT_BW-1:0] incnt;
	reg [31:0] outdata;
	reg [C_CNT_BW-1:0] outcnt;
	wire [31:0] dummy_signal_0; reg [31:0] dummy_signal_1;
	always @(posedge clk or negedge rstn) begin
		if (~rstn) begin
			indata <= 32'h0;
			incnt <= 'h0;  
		end else begin
			if (din_valid) indata <= din;
			if (din_valid) incnt <= incnt + 'h1; 
		end
	end
	always @(posedge clk or negedge rstn) begin
		if (~rstn) begin
			outdata <= 32'h0;
			outcnt <= {C_CNT_BW{1'b0}};
		end else begin
			if (dout_valid) outdata <= dout;
			if (dout_valid) outcnt <= outcnt + 'h1;
		end
	end
	assign dummy_signal_0 = outdata; 
	always @(*) begin dummy_signal_1 = outdata; end
endmodule
[./run.sh]
#!/bin/bash
# OpenROAD 26Q1-2900-gdf79404cd8, Yosys 0.63+post, stock flow scripts
make -C /OpenROAD-flow-scripts/flow DESIGN_CONFIG=/design/flow/config.mk WORK_HOME=/design/flow/orfs finish
==> out/README.md <==
| Stage | Parameter | This run |
| --- | --- | --- |
| status | Status | finished, final reports clean |
| power and ir drop | Overall power consumption | 0.002318 W |
| synth | Synth cell types | 55 |
| power and ir drop | Leak | 3.194 nW |
| power and ir drop | Sw Ratio | 29.43% |
| setup path | Worst setup endpoint | rc_ackn |
| clock network | Sinks on Clock Net | 117 |
| run | Max Cap Viol | 0 |
| final timing | Remaining max-slew budget at the tightest pin | 49.21% |
| floorplanning | Floorplan die width | 126.1 um |
| global route | Global-route wire length before repair | 23270 um |
| setup path | Worst path most repeated cell | clkdlybuf4s50_1 |
| floorplanning | Floorplan die area | 0.01591 mm^2 |
| placement | Placed wire-length estimate | 9095 um |
| setup path | Buffer and inverter count on the worst path | 3 |
| setup path | Cell depth of the worst flop-to-flop path | 8 |
| routing | DRC errors left | 0 |
| setup path | Critical Setup Path Class | in2out |
| synth | Yosys Warn Count | 4 |
| clock network | Htree depth | 4 |
| synth | Post-synth EDFFs | 0 |
| setup path | Type of element capturing the critical path | output port |
| power and ir drop | Share of total power in the clock network | 29.9% |
| synth | Largest family of logic cells by area | multiplexers |
| final timing | Share of the clock period used by the worst path | 76.06% |
| synth | Post-synthesis chip area from yosys | 0.006162 mm^2 |
| cells and area | Fraction of final layout cells sized beyond drive strength 1 | 22.84% |
| setup path | Type of origin of the critical path | primary input |
| global route | Initial antenna violation count | 0 |
| setup path | Launch point of the worst reg-to-reg path | sync_0.rc_tc_0[0] |
| floorplanning | Count of boundary I/O pins | 74 |
| placement | Final RePlAce weighted congestion | 0.9394 |
| hold path | Tightest Hold Check Type | reg2reg |
| setup path | Critical path arrival | 4.88 ns |
| setup path | Number of stages on the worst setup path | 10 |
| clock network | Total of hold buffers inserted after clock tree synthesis | 0 |
| clock network | Clock transition at the registers of the reported paths | 0.05 ns |
| final timing | Unrepaired setup endpoints after global routing | no |
| floorplanning | Die Ht | 126.1 um |
| clock network | Num CTS Buffers | 17 |
| power and ir drop | Combinational power share | 29.5% |
| clock network | Post-CTS sizing | 0 |
| power and ir drop | Internal Pwr Total | 0.001636 W |
| setup path | Worst endpoint required time | 6.96 ns |
| power and ir drop | PwrDens | 304.5 mW/mm^2 |
| setup path | Worst path top cell family by delay | simple AND/OR/NAND/NOR gates |
| final timing | Post-route minimum period | 6.617 ns |
| final timing | Final setup skew | 0.005258 ns |
| setup path | Reg2Reg Setup Slack | 5.80 ns |
| global route | Global route overflow | 0 |
| final timing | Max Freq | 151.1 MHz |
| global route | GRT Total Usage | 18.54% |
| synth | Cell count after synthesis | 576 |
| clock network | Clock root buffer | clkbuf_16 |
| routing | Drt pass-1 iters | 4 |
| global route | Number of global-route vias before repair | 4687 |
| setup path | Crit. Startpoint | c_prdy |
| power and ir drop | Share of power burned in registers | 40.6% |
| synth | Complex-gate fraction of the synthesized area | 8.345% |
| synth | Area fraction in mux cells | 18.40% |
| setup path | Crit-path max FO | 13 |
| synth | Share of synthesized cell area in full adder, half adder and majority cells | 0.8122% |
| routing | Number of vias per cell after detailed routing | 5.494 |
| routing | ANT nets after route | 0 |
| clock network | CTS tree | built |
| final timing | Accumulated negative setup slack | 0 ns |
| final timing | Worst hold margin | 0.4622 ns |
| final timing | Number of max-slew violations in the final report | 0 |
| floorplanning | Starting density of the core | 40.69% |
| final timing | Number of endpoints failing setup at the final stage | 0 |
| routing | Iter 0 DRT Violations | 234 |
| synth | Register area share after synthesis | 47.55% |
| clock network | Setup fix buffers added after clock tree synthesis | 0 |
| synth | Number of register bits inferred by synthesis | 117 |
| floorplanning | Core Region | 0.01515 mm^2 |
| run | Count of tool warnings | 26 |
| routing | Antenna diodes | 0 |
| power and ir drop | Maximum vdd ir drop | 0.1776 mV |
| setup path | Standard cell with the maximum stage delay on the critical path | nor4_1 |
| synth | Number of cells in Yosys stat | 576 |
| synth | Parity-gate share of the synthesized area counting xor and xnor cells | 5.970% |
| synth | Simple-gate area share of the yosys netlist | 16.02% |
| routing | Final wirelength | 13460 um |
| clock network | Clock Latency Late Sink | 0.40 ns |
| routing | Vias | 4593 |
| synth | Mapped Area | 0.006162 mm^2 |
| global route | Pin count of the biggest net entering global routing | 61 |
| synth | Mean Syn Cell Area | 10.70 um^2 |
| routing | Routed wire per std cell | 16.10 um |
| synth | Predominant post-synthesis flop cell | dfrtp_1 |
| cells and area | Layout-stage area growth over the synthesis result | 23.53% |
| clock network | Clock tree buffer depth | 2 |
| setup path | Critical path, cell by cell | clkdlybuf4s50_1, o21ai_1, buf_4, nor4_1, nor3b_1, a21oi_1, nand4b_1, nor3_2, nand4_1, clkdlybuf4s50_1 |
| setup path | Largest stage delay on the critical path | 0.66 ns |
| final timing | Final-report hold violation count | 0 |
| final timing | Actual slew at the worst max-slew pin | 0.7618 ns |
| synth | Async set-reset flop share out of synthesis | 100.0% |
| floorplanning | Number of standard-cell rows in the floorplan | 45 |
| power and ir drop | Switching power | 0.0006822 W |
| setup path | R2R Path End | sync_0.state_c[1] |
| cells and area | Post-layout utilization of the core | 50.26% |
| placement | Input/output buffers | 73 |
through the flow:
stage	cell area, um^2	std cells	setup WS, ns
after global placement	7014	805	2.141
after CTS	7612	836	2.087
after floorplan	6162	576	3.447
after global routing	7612	836	1.796
after detailed placement	7014	805	2.098
final	7612	836	2.083
layout make-up:
| class | count | area, um^2 |
|---|---|---|
| Inverter | 8 | 30.03 |
| Clock buffer | 19 | 452.9 |
| Fill cell | 1311 | 7533 |
| Clock inverter | 12 | 145.1 |
| Tap cell | 188 | 235.2 |
| Sequential cell | 117 | 2930 |
| Multi-Input combinational cell | 414 | 3053 |
| Timing Repair Buffer | 78 | 765.7 |
cells in the mapped netlist, types with 3 or more instances:
cell / n / area, um^2
a21oi_1: 14 / 70.07
a31oi_1: 7 / 43.79
a41oi_1: 3 / 26.28
and2_1: 4 / 25.02
and3_1: 5 / 31.28
and4_1: 5 / 43.79
buf_1: 8 / 30.03
buf_2: 4 / 20.02
clkbuf_1: 23 / 86.33
dfrtp_1: 115 / 2878
ha_1: 4 / 50.05
inv_1: 8 / 30.03
mux2_2: 98 / 1104
mux2i_1: 3 / 30.03
nand2_1: 47 / 176.4
nand2b_1: 3 / 18.77
nand3_1: 22 / 110.1
nand4_1: 13 / 81.33
nor2_1: 33 / 123.9
nor2b_1: 3 / 18.77
nor3_1: 15 / 75.07
nor3_2: 3 / 30.03
nor3b_1: 6 / 45.04
nor4_1: 11 / 68.82
o21ai_0: 22 / 110.1
o22ai_1: 5 / 31.28
o31ai_1: 4 / 30.03
o32ai_1: 6 / 52.55
o41ai_1: 3 / 26.28
or2_2: 5 / 31.28
or3_1: 4 / 25.02
xnor2_1: 16 / 140.1
xor2_1: 26 / 227.7
power groups by stage:
stage     Clock (W)  Combinational (W)  Sequential (W)
5_1_grt    0.000735           0.000763        0.000981
6_report   0.000693           0.000683        0.000941
4_1_cts    0.000710           0.000693        0.000939
sequential cells by signal (all words and copies together) (netlist names), named ones only:
signal,count
data1,32
state_c,5
sync_0.state_c,2
tocnt,4
retrycnt,8
data2,32
sync_0.rc_tc_0,32
metal layers:
layer	GRT usage [%]	share of wire, %	vias up
met3	6.190	8.1	8
met5	0	0	-
met1	27.37	46	2246
met4	2.197	0.75	0
met2	28.24	46	116
li1	-	-	2223
worst register-to-register path, cell delays in order, from the launching register on:
cell	delay [ns]
dfrtp_1	0.50
ha_1	0.27
nand3_1	0.22
nor4_1	0.71
nor3b_1	0.34
a21oi_1	0.09
nand4b_1	0.19
nor3_2	0.29
a41oi_1	0.15
cell families after synthesis:
family          count (synthesis)
compound gates                 79
xor+xnor                       42
fa+ha+maj                       4
buf+inv                        45
flops                         117
mux                           101
simple gates                  188
how the worst min path moves through the flow:
| stage | start | endpoint | depth (start not counted) |
|---|---|---|---|
| CTS | tocnt[0] | tocnt[0] | 1 |
| global route | tocnt[0] | tocnt[0] | 1 |
| finish | tocnt[0] | tocnt[0] | 1 |
placed cells by master, fill, tap and decap left out, types with 7 or more instances in the layout:
cell             Yosys  layout
nand4_1             13      13
xor2_1              26      26
nand2_1             47      47
mux2_2              98      98
a21oi_1             14      14
nand3_1             22      22
dfrtp_1            115     115
a31oi_1              7       7
nor2_1              33      33
xnor2_1             16      16
inv_1                8       8
clkdlybuf4s50_1      0      72
nor4_1              11      11
clkbuf_16            0      17
o21ai_0             22      22
nor3_1              15      15
Power and IR drop assume default switching activity.
