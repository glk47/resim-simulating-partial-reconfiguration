==> flow/config.mk <==
export PLATFORM = sky130hd
export DESIGN_NAME = lpfilter
export DESIGN_NICKNAME = lpfilter
export VERILOG_FILES = /design/flow/design.v
export SDC_FILE = /design/flow/constraint.sdc
export NUM_CORES = 4
export LEC_CHECK = 1
export CORE_UTILIZATION = 50
==> flow/constraint.sdc <==
current_design lpfilter

set clk_period 33.1
set clk_io_pct 0.2

create_clock -name clk0 -period $clk_period [get_ports {clk}]

set non_clock_inputs [all_inputs -no_clocks]
set_input_delay [expr $clk_period * $clk_io_pct] -clock clk0 $non_clock_inputs
set_output_delay [expr $clk_period * $clk_io_pct] -clock clk0 [all_outputs]
==> flow/design.v <==
`timescale 1ns/1ns
module gfirMAC
#(parameter
	C_IWIDTH = 16,
	C_OWIDTH = 32,
	C_CWIDTH = 16,
	C_CLENGTH = 21
)
(
	input                         clk           ,
	input                         sclr          ,
	input                         nd            ,
	output                        rfd           ,
	output                        rdy           ,
	input  signed [C_IWIDTH-1:0]  din           ,
	output signed [C_OWIDTH-1:0]  dout          
);
	wire signed [C_CWIDTH-1:0] coeff_mem[0:C_CLENGTH-1];
	reg signed [C_IWIDTH-1:0] X_reg[0:C_CLENGTH-1];
	reg signed [C_OWIDTH-1:0] partial_product;
	wire is_idle, is_end_mac;
	reg [7:0] maccnt;
	wire signed [C_IWIDTH-1:0] X_kmi;
	wire signed [C_CWIDTH-1:0] A_i;
	assign coeff_mem[0] = 6;
	assign coeff_mem[1] = 0;
	assign coeff_mem[2] = -4;
	assign coeff_mem[3] = -3;
	assign coeff_mem[4] = 5;
	assign coeff_mem[5] = 6;
	assign coeff_mem[6] = -6;
	assign coeff_mem[7] = -13;
	assign coeff_mem[8] = 7;
	assign coeff_mem[9] = 44;
	assign coeff_mem[10] = 64;
	assign coeff_mem[11] = 44;
	assign coeff_mem[12] = 7;
	assign coeff_mem[13] = -13;
	assign coeff_mem[14] = -6;
	assign coeff_mem[15] = 6;
	assign coeff_mem[16] = 5;
	assign coeff_mem[17] = -3;
	assign coeff_mem[18] = -4;
	assign coeff_mem[19] = 0;
	assign coeff_mem[20] = 6;
	always @(posedge clk) begin
		if (sclr) begin
			maccnt <= 8'hff;  
		end else begin
			if (is_idle)
				maccnt <= (nd==1'b1)? 8'h0 : 8'hff;
			else if (is_end_mac)
				maccnt <= 8'hff;
			else
				maccnt <= maccnt+1'b1;
		end
	end
	assign is_idle    = (maccnt == 8'hff);
	assign is_end_mac = (maccnt == C_CLENGTH);
	assign rfd = is_idle;
	assign rdy = is_end_mac;
	always @(posedge clk) begin
		if (is_idle)
			partial_product <= {C_OWIDTH{1'b0}};
		else 
			partial_product <= X_kmi * A_i + partial_product;
	end
	assign X_kmi = (maccnt < C_CLENGTH)? X_reg[maccnt] : 'h0;
	assign A_i   = (maccnt < C_CLENGTH)? coeff_mem[maccnt] : 'h0;
	assign dout  = partial_product;
	integer i;
	always @(posedge clk) begin
		if ((is_idle) && (nd==1'b1)) begin
			X_reg[0] <= din;
			for (i = 1; i <= C_CLENGTH-1; i = i + 1)
				X_reg[i] <= X_reg[i-1];
		end
	end
	// synthesis translate_off
	initial begin
		for (i = 0; i <= C_CLENGTH-1; i = i + 1)
			X_reg[i] <= 'h0;
	end
	// synthesis translate_on
	// synthesis translate_off
	reg  [8*20:1] state_ascii;
	always @(*) begin
		if      (maccnt==8'hff)      state_ascii <= "IDLE";
		else if (maccnt<C_CLENGTH)   state_ascii <= "MAC";
		else if (maccnt==C_CLENGTH)  state_ascii <= "DONE";
		else                         state_ascii <= "ERROR";
	end
	// synthesis translate_on
endmodule
`timescale 1ns/1ns
module lpfilter
#(parameter
	C_TYPE = 0
)
(
	input                 clk           ,
	input                 rstn          ,
	output                p_prdy        ,
	input                 p_crdy        ,  
	input                 p_cerr        ,  
	output     [31:0]     p_data        ,
	input                 c_prdy        ,
	output                c_crdy        ,
	output                c_cerr        ,
	input      [31:0]     c_data        ,
	input                 rc_reqn       ,
	output                rc_ackn       
);
	wire        fir_nd;
	wire        fir_rfd;
	wire [15:0] fir_din;
	wire        start_sync;
	generate begin : gen_lpfir
		if (C_TYPE == 0) begin : gen_mac
			wire fir_rfd_from_core;
			gfirMAC #(
				.C_IWIDTH       (16),
				.C_OWIDTH       (32),
				.C_CWIDTH       (16),
				.C_CLENGTH      (21)
			) fir (
				.clk            ( clk        ),
				.sclr           ( ~rstn      ),
				.nd             ( fir_nd     ),
				.rfd            ( fir_rfd_from_core ),
				.rdy            ( p_prdy     ),
				.din            ( fir_din    ),
				.dout           ( p_data     )
			);
			assign fir_rfd = fir_rfd_from_core & rstn;  
		end else if (C_TYPE == 1) begin : gen_tf
			gfirTF #(
				.C_IWIDTH       (16),
				.C_OWIDTH       (32),
				.C_CWIDTH       (16),
				.C_CLENGTH      (21)
			) fir (
				.clk            ( clk        ),
				.sclr           ( ~rstn      ),
				.en             ( fir_nd & rstn ),  
				.din            ( fir_din    ),
				.dout           ( p_data     )
			);
			reg nd_1;
			always @(posedge clk) begin
				if (~rstn) begin
					nd_1 <= 1'b0;
				end else begin
					nd_1 <= fir_nd;
				end
			end
			assign p_prdy = nd_1;
			assign fir_rfd = 1'b1 & rstn;  
		end
	end endgenerate
	assign fir_nd  = (start_sync)? 1'b1  : c_prdy;
	assign fir_din = (start_sync)? 16'h0 : c_data[15:0];  
	assign c_crdy  = (start_sync)? 1'b0 : fir_rfd;
	assign c_cerr  = (start_sync)? 1'b1 : 1'b0;  
	pipeline_sync #(
		.C_SYNCCNT      (32)
	) sync_0 (
		.clk            ( clk        ),
		.rstn           ( rstn       ),
		.rdy            ( p_prdy     ),
		.start_sync     ( start_sync ),
		.rc_reqn        ( rc_reqn    ),
		.rc_ackn        ( rc_ackn    )
	);
endmodule
`timescale 1ns/1ns
module pipeline_sync
#(parameter
	C_SYNCCNT = 32
)
(
	input       clk       ,
	input       rstn      ,
	input                         rdy           ,
	output                        start_sync    ,
	input       rc_reqn,
	output      rc_ackn
);
	localparam [1:0]
		IDLE = 4'd0,
		SYNC = 4'd1;
	reg [7:0] state_c, state_n;
	reg [31:0] synccnt; 
	wire is_end_sync;
	always @(posedge clk or negedge rstn) begin
		if (~rstn)
			state_c <= IDLE;
		else
			state_c <= state_n;
	end
	always @(*) begin
		case (state_c)
			IDLE: begin state_n = (~rc_reqn)? SYNC: IDLE; end
			SYNC: begin state_n = (is_end_sync)? IDLE: SYNC; end
			default: begin state_n = IDLE; end
		endcase
	end
	assign start_sync = (state_c==SYNC);
	always @(posedge clk or negedge rstn) begin
		if (~rstn) begin
			synccnt <= 32'h0;
		end else begin
			if (is_end_sync) begin
				synccnt <= 32'h0;
			end else if (state_c==SYNC) begin
				if (rdy)
					synccnt <= synccnt+1'b1;
			end
		end
	end
	assign is_end_sync = ((synccnt+1'b1 == C_SYNCCNT) & rdy);
	assign rc_ackn = ~((synccnt+1'b1 == C_SYNCCNT) & rdy);  
endmodule
==> flow/run.sh <==
#!/bin/bash
# OpenROAD 26Q1-2900-gdf79404cd8, Yosys 0.63+post, stock flow scripts
make -C /OpenROAD-flow-scripts/flow DESIGN_CONFIG=/design/flow/config.mk WORK_HOME=/design/flow/orfs finish
==> flow_metrics.tcl <==
# collected from the flow reports
set metrics [dict create \
    hold_viol 0 \
    placedCellCount 2805 \
    ys_types 87 \
    ant_nets 0 \
    crit_type "in2out" \
    chip_area_um2 52500 \
    comb_area_um2 12500 \
    register_area_um2 11700 \
    first_global_vias 17700 \
    drc 0 \
    cts.sinks 410 \
    dr.pass1.iters 6 \
    vias 16400 \
    min_path_cells 0 \
    cts_hold_buf 0 \
    final_common_cell "edfxtp_1" \
    synth-seq-area-share_pct 45.5 \
    whs_ps 442 \
    antenna_found_initial 0 \
    cts_resized 0 \
    tool_warnings 51 \
    async_reset_ff_share_pct 8.29 \
    p_per_area_nw_per_um2 58.3 \
    diodes 0 \
    ys.flop_type "edfxtp_1" \
    yosys_area_um2 25800 \
    grt_max_degree 146 \
    wl_per_cell_um 20.8 \
    fp_util_pct 51.1 \
    maxClockFrequency_ghz 0.0695 \
    setup_tns_ps 0 \
    ios 74 \
    cp-start-kind "input pin" \
    slew_violations 0 \
    enable_flop_cells 336 \
    finalWeightedCongestion 0.921 \
    dr.first_iter.drc_count 1075 \
    gr-total-overflow 0 \
    htreeDepth 2 \
    cts_buffer_depth 3 \
    status "complete, no violations" \
    layout.cells.most_common_list "edfxtp_1, inv_1, fa_1" \
    post_cts_buffers 0 \
    largest_reg_flops 336 \
    ir_drop_mv 0.0479 \
    cts_root_buffer "clkbuf_16" \
    worst_pin_slew_ps 994 \
    cp.required_ps 26480 \
    rr_worst_depth 32 \
    power_mw 1.68 \
    drive_gt1_share_pct 7.67 \
    cts_inserted_buffers 45 \
    syn_area_um2 25800 \
    arrival_ps 7780 \
    tritoncts "yes" \
    synth_cells 2112 \
    core_um2 50500 \
    area_growth_pct 12.0 \
    fp.dieW_um 229 \
    setup_viol 0 \
    syn_area_per_cell_um2 12.2 \
    p_leak_nw 12.0 \
    wirelength_mm 60.2 \
    final_area_um2 28900 \
    clk_pin_slew_ps 60 \
    crit_fanout 36 \
    post-place-ws_ps 18670 \
    portBuffers 55 \
    final_util_pct 57.2 \
    end_kind "output port" \
    n_fill_cell 4125 \
    ys_cells 2112 \
    yosys_warnings 4 \
    fin_worst_skew_ps 33.5 \
    dpl.hpwl_mm 42.0 \
    via_per_inst 5.68 \
    fin_cells 2888 \
    placed_area_um2 27300 \
    grt_use_total_pct 26.6 \
    insertion_delay_ps 600 \
    rsz0062_at_grt "false" \
    ys.flops 410 \
    die_y_um 229 \
    layout_min_cycle_time_ps 14400 \
    period_used_pct 43.5 \
    hp-class "reg2reg" \
    grt_pass1_wl_mm 98.3 \
    worst_slack_ps 18700 \
    row_count 82 \
    drv_cap 0 \
    relSlewSlack_pct 33.2 \
]
critical path, cell delays in order:
cell             delay (ps)
buf_2                    80
buf_4                   390
and3_1                  230
clkdlybuf4s50_1         450
where the power goes:
part | internal, mW | leakage [nW] | switching, mW | total [mW]
Sequential | 0.747 | 3.88 | 0.0707 | 0.818
Clock | 0.316 | 0.769 | 0.217 | 0.532
Combinational | 0.103 | 7.32 | 0.229 | 0.332
Total | 1.17 | 12.0 | 0.516 | 1.68
layer usage:
metal | up-vias | GRT usage [%] | part of all wire [%]
met1 | 8059 | 42.4 | 42
met5 | - | 0.827 | 0.096
met2 | 733 | 36.5 | 44
met3 | 87 | 13.2 | 12
li1 | 7522 | - | -
met4 | 2 | 4.92 | 2.2
logic make-up (layout without fill, tap and decap cells):
group                    Yosys count  count (layout)  share of synthesized area [%]
buffers and inverters            420             524                           6.34
AND/OR/NAND/NOR                  523             523                           10.9
XOR/XNOR                          68              68                           2.39
adder cells (fa/ha/maj)          362             362                           25.1
flip-flops                       410             410                           45.5
AND-OR/OR-AND                    312             312                           9.09
multiplexers                      17              17                          0.689
cell type report:
cell class                 count  area share, %
multi-input combinational   1282           43.3
sequential                   410           40.7
inverter                     334           4.34
clock buffer                  47           3.93
timing repair buffer         107           3.29
tap                          672           2.91
clock inverter                36           1.57
synth_stat cells (6+ instances only):
cell / n / share of area (%)
a31oi_1: 11 / 0.27
o21ai_0: 35 / 0.68
and2_1: 36 / 0.87
buf_1: 6 / 0.087
xnor2_1: 40 / 1.4
edfxtp_1: 336 / 39
nand3_1: 39 / 0.76
a21o_1: 15 / 0.44
nor2_1: 110 / 1.6
nor3_1: 52 / 1.0
dfrtp_1: 33 / 3.2
inv_1: 330 / 4.8
nand2b_1: 11 / 0.27
clkbuf_1: 53 / 0.77
nand2_1: 107 / 1.6
a22o_1: 29 / 0.99
xor2_1: 26 / 0.88
a211oi_1: 15 / 0.44
dfxtp_1: 40 / 3.1
a222oi_1: 21 / 0.82
a21oi_1: 44 / 0.85
nor4_1: 17 / 0.41
buf_2: 20 / 0.39
mux2_2: 6 / 0.26
and3b_1: 6 / 0.20
mux2i_1: 11 / 0.43
o21a_1: 7 / 0.20
ha_1: 104 / 5.0
and4_1: 8 / 0.27
fa_1: 258 / 20
nand4_1: 37 / 0.90
a221oi_1: 35 / 1.2
a22oi_1: 45 / 1.3
or3_1: 7 / 0.17
and3_1: 17 / 0.41
nor2b_1: 36 / 0.87
worst paths after layout:
| kind | to | start | slack, ps |
|---|---|---|---|
| hold reg to reg | gen_lpfir.gen_mac.fir.X_reg[12][12] | gen_lpfir.gen_mac.fir.X_reg[11][12] | 440 |
| hold / removal | gen_lpfir.gen_mac.fir.X_reg[12][12] | gen_lpfir.gen_mac.fir.X_reg[11][12] | 440 |
| min in group asynchronous | sync_0.synccnt[23] | rstn | 6070 |
| max in group asynchronous | sync_0.state_c[0] | rstn | 26660 |
| setup reg to reg | gen_lpfir.gen_mac.fir.partial_product[30] | gen_lpfir.gen_mac.fir.maccnt[3] | 23410 |
| setup / recovery | c_crdy | rstn | 18700 |
Power is estimated from default activity; no workload was simulated.
