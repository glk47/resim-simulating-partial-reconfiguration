`flow/config.mk`:
```
export PLATFORM = sky130hd
export DESIGN_NAME = gfirTF
export DESIGN_NICKNAME = gfirTF
export VERILOG_FILES = /design/flow/design.v
export SDC_FILE = /design/flow/constraint.sdc
export NUM_CORES = 4
export LEC_CHECK = 1
export CORE_UTILIZATION = 30
```
`flow/constraint.sdc`:
```
current_design gfirTF

set clk_period 10.2
set clk_io_pct 0.2

create_clock -name clk0 -period $clk_period [get_ports {clk}]

set non_clock_inputs [all_inputs -no_clocks]
set_input_delay [expr $clk_period * $clk_io_pct] -clock clk0 $non_clock_inputs
set_output_delay [expr $clk_period * $clk_io_pct] -clock clk0 [all_outputs]
```
`flow/design.v`:
```
`timescale 1ns/1ns
module gfirTF
#(parameter
	C_IWIDTH = 16,
	C_OWIDTH = 32,
	C_CWIDTH = 16,
	C_CLENGTH = 21
)
(
	input                         clk           ,
	input                         sclr          ,
	input                         en            ,
	input  signed [C_IWIDTH-1:0]  din           ,
	output signed [C_OWIDTH-1:0]  dout          
);
	wire signed [C_CWIDTH-1:0] coeff_mem[0:C_CLENGTH-1];
	reg signed [C_IWIDTH-1:0] X_reg[0:C_CLENGTH-1];
	wire signed [C_IWIDTH-1:0] X_k;
	assign coeff_mem[0] = 6;
	assign coeff_mem[1] = 0;
	assign coeff_mem[2] = -4;
	assign coeff_mem[3] = -3;
	assign coeff_mem[4] = 5;
	assign coeff_mem[5] = 6;
	assign coeff_mem[6] = -6;
	assign coeff_mem[7] = -13;
	assign coeff_mem[8] = 7;
	assign coeff_mem[9] = 44;
	assign coeff_mem[10] = 64;
	assign coeff_mem[11] = 44;
	assign coeff_mem[12] = 7;
	assign coeff_mem[13] = -13;
	assign coeff_mem[14] = -6;
	assign coeff_mem[15] = 6;
	assign coeff_mem[16] = 5;
	assign coeff_mem[17] = -3;
	assign coeff_mem[18] = -4;
	assign coeff_mem[19] = 0;
	assign coeff_mem[20] = 6;
	integer i;
	always @(posedge clk) begin
		if (en==1'b1) begin
			X_reg[0] <= 0 + X_k * coeff_mem[C_CLENGTH-1];
			for (i = 1; i <= C_CLENGTH-1; i = i + 1)
				X_reg[i] <= X_reg[i-1] + X_k * coeff_mem[C_CLENGTH-i-1];
		end
	end
	assign X_k  = din;
	assign dout = X_reg[C_CLENGTH-1];
	// synthesis translate_off
	initial begin
		for (i = 0; i <= C_CLENGTH-1; i = i + 1)
			X_reg[i] <= 'h0;
	end
	// synthesis translate_on
endmodule
```
`flow/run.sh`:
```
#!/bin/bash
# OpenROAD 26Q1-2900-gdf79404cd8, Yosys 0.63+post, stock flow scripts
make -C /OpenROAD-flow-scripts/flow DESIGN_CONFIG=/design/flow/config.mk WORK_HOME=/design/flow/orfs finish
```
==> reports/qor.txt <==
Run status - completed
Number of antenna violations at the first check in global routing - 0
Vertical die dimension - 293 microns
CTS tree - yes
Flip-flops with a built-in enable - 332
Flip-flop cell with the highest count after synthesis - sky130_fd_sc_hd__edfxtp_1
Setup TNS - 0 ns
Yosys stat area - 0.0254 sq mm
Number of iterations in the first detailed-routing pass - 5
Synthesized area divided by synthesized cell count - 11.0 sq um
Die Span X - 293 microns
Path depth of the worst reg2reg path - 10
Distinct lib cells - 67
Final antenna diode count - 0
Hold buffers post-CTS - 0
OpenROAD warnings - 53
Pleak - 11.9 nW
CTS H-tree lvls - 2
Final routed DRC violation total - 0
Synth-to-layout area growth - 12.2%
Clock-pin slew of the registers on the worst-case setup and hold paths - 0.06 ns
Max FO, Critical Path - 24
Routed wire length per instance - 15.8 microns
Maxcap violations - 0
Post-layout worst setup margin - 2.74 ns
Fraction of registers with async set/reset - 0%
Number of flip-flops under the largest register name - 332
Clock skew - 0.0236 ns
Setup Crit Path Kind - input port to register
Kind of start point of the critical path - input port
Yosys Warn Count - 3
Pre-CTS setup slack - 2.16 ns
Root Buffer Master - sky130_fd_sc_hd__clkbuf_16
DP Wirelength - 43.5 mm
Reg-to-Reg End - X_reg[15][15]$_DFFE_PP_
Max-slew violation total from the final report - 0
Slack of the worst reg-to-reg path - 6.95 ns
Worst Path Required - 10.50 ns
Post-Synthesis Cell Area - 0.0254 sq mm
Number of DRC violations after detailed-routing iteration 0 - 718
Total overflow reported by the global router - 0
Power density normalized to cell area - 344 mW/mm^2
Critical path data arrival time - 7.76 ns
Worst setup path endpoint - X_reg[12][15]$_DFFE_PP_
Share of final-layout standard cells stronger than drive strength 1 - 3.64%
Worst setup startpoint - din[1]
Average via count per standard cell - 4.73
Worst min-delay path startpoint - X_reg[18][0]$_DFFE_PP_
Worst max-slew margin expressed relative to the limit - 43.3%
Setup Buffers After CTS - 0
Cell count after synthesis - 2299
Number of clock buffers inserted by TritonCTS - 38
Late-Pin Clk Latency - 0.57 ns
Vias in the first global route - 16900
Placement Rows - 106
Number of failing hold endpoints at the final stage - 0
Min Hold Slack - 0.418 ns
Final critical path time including I/O delays and setup - 7.46 ns
Post-synthesis sequential element count - 332
Count of port buffers added during placement - 49
Final worst path period share - 73.1%
Die Outline Area - 0.0857 sq mm
Cell resize tally after clock tree synthesis - 0
Via count - 16800
CTS sink cnt - 332
Placeable Area - 0.0837 sq mm
Sequential cell area fraction in the yosys report - 39.3%
Worst voltage drop across the vdd grid - 0.118 mV
Largest buffer count on any clock path - 3
Top-level I/O count - 51
Hold crit path type - register to register
Total wirelength of the detailed-routed design - 56.0 mm
Unrepaired setup endpoints after global routing - no
DRT antenna net count - 0
Routability congestion estimate - 0.884
Wire length of the first global-routing pass - 88.2 mm
# Cells Yosys - 2299
Initial standard-cell utilization of the core - 30.3%
Pin count of the biggest net entering global routing - 85
Critical Path Sink Type - register
Global-route usage over all layers - 13.9%
Maximum clock rate - 0.134 GHz
FF-to-FF Start - X_reg[14][1]$_DFFE_PP_
Measured slew at the worst slew-check pin - 0.844 ns
Final setup viols - 0
[per-stage QoR]
| step | area [sq um] | util, % | power (mW) | cells |
|---|---|---|---|---|
| finish | 28500 | 34.0 | 9.80 | 3550 |
| floorplan | 25400 | - | 7.07 | 2299 |
| CTS | 28500 | 34.0 | 9.89 | 3550 |
| detailed placement | 27300 | 32.6 | 8.46 | 3483 |
| global placement | 27300 | 32.6 | 8.45 | 3483 |
| global route | 28500 | 34.0 | 10.7 | 3550 |
[logic make-up after synthesis]
logic type | count (synthesis) | share of synthesized area, %
XOR/XNOR | 313 | 10.9
adder cells (fa/ha/maj) | 455 | 24.1
buffers and inverters | 223 | 3.54
multiplexers | 2 | 0.0789
AND/OR/NAND/NOR | 380 | 7.25
AND-OR/OR-AND | 594 | 14.8
flip-flops | 332 | 39.3
[how the worst min path moves through the flow]
stage                            end  slack, ns  cells after the start
CTS           X_reg[10][0]$_DFFE_PP_       0.42                      0
global route  X_reg[10][0]$_DFFE_PP_       0.42                      0
finish        X_reg[19][0]$_DFFE_PP_       0.42                      0
[placed cells by master (no fill, tap or decap), drive strengths merged, types with 9 or more instances in the layout]
master,netlist,layout
a31o,9,9
xnor2,234,234
nor3,34,34
o21bai,51,51
inv,207,210
buf,16,18
ha,399,399
xor2,77,77
nand2,80,80
clkbuf,0,46
clkinv,0,14
edfxtp,332,332
nand4,17,17
clkdlybuf4s50,0,48
a21oi,202,202
nand3,20,20
or3,11,11
o211ai,11,11
a211oi,16,16
nor2,122,122
a21boi,13,13
a21o,84,84
a31oi,13,13
nand2b,24,24
o21a,36,36
fa,56,56
o21ai,110,110
nor2b,34,34
[layout make-up]
| class | count | area [sq um] |
|---|---|---|
| multi-input combinational | 1744 | 14500 |
| clock buffer | 46 | 1000 |
| tap | 1134 | 1420 |
| clock inverter | 21 | 170 |
| sequential | 332 | 9970 |
| fill | 8314 | 55200 |
| timing repair buffer | 66 | 623 |
| inverter | 207 | 777 |
[cells in the mapped netlist (9+ instances only)]
library cell	n	share of area [%]
sky130_fd_sc_hd__ha_1	399	20
sky130_fd_sc_hd__edfxtp_1	332	39
sky130_fd_sc_hd__xnor2_1	234	8.1
sky130_fd_sc_hd__inv_1	206	3.0
sky130_fd_sc_hd__a21oi_1	201	4.0
sky130_fd_sc_hd__nor2_1	122	1.8
sky130_fd_sc_hd__a21o_1	83	2.5
sky130_fd_sc_hd__nand2_1	80	1.2
sky130_fd_sc_hd__xor2_1	77	2.7
sky130_fd_sc_hd__fa_1	56	4.4
sky130_fd_sc_hd__o21ai_1	56	1.1
sky130_fd_sc_hd__o21ai_0	54	1.1
sky130_fd_sc_hd__o21bai_1	51	1.5
sky130_fd_sc_hd__o21a_1	36	1.1
sky130_fd_sc_hd__nor2b_1	34	0.84
sky130_fd_sc_hd__nor3_1	34	0.67
sky130_fd_sc_hd__nand2b_1	24	0.59
sky130_fd_sc_hd__nand3_1	20	0.39
sky130_fd_sc_hd__buf_4	16	0.47
sky130_fd_sc_hd__nand4_1	16	0.39
sky130_fd_sc_hd__a211oi_1	15	0.44
sky130_fd_sc_hd__a31oi_1	12	0.30
sky130_fd_sc_hd__o211ai_1	11	0.33
sky130_fd_sc_hd__or3_1	11	0.27
sky130_fd_sc_hd__a21boi_1	9	0.27
[worst max-delay path, stage by stage]
cell                              delay (ns)
sky130_fd_sc_hd__clkdlybuf4s50_1        0.97
sky130_fd_sc_hd__inv_1                  0.09
sky130_fd_sc_hd__buf_4                  0.25
sky130_fd_sc_hd__ha_1                   0.31
sky130_fd_sc_hd__buf_4                  0.36
sky130_fd_sc_hd__ha_1                   0.31
sky130_fd_sc_hd__ha_1                   0.24
sky130_fd_sc_hd__fa_1                   0.42
sky130_fd_sc_hd__a21o_1                 0.19
sky130_fd_sc_hd__a21oi_1                0.31
sky130_fd_sc_hd__o21ai_1                0.14
sky130_fd_sc_hd__a31oi_1                0.27
sky130_fd_sc_hd__o21ai_1                0.15
sky130_fd_sc_hd__o41ai_1                0.32
sky130_fd_sc_hd__xnor2_1                0.23
sky130_fd_sc_hd__ha_1                   0.33
sky130_fd_sc_hd__o2111a_1               0.26
sky130_fd_sc_hd__a211oi_1               0.26
sky130_fd_sc_hd__xnor2_1                0.20
sky130_fd_sc_hd__xnor2_1                0.09
[where the power goes]
group / switching [mW] / internal (mW) / leakage, nW
registers: 0.197 / 2.54 / 3.25
clock network: 0.584 / 0.754 / 0.568
logic: 3.16 / 2.56 / 8.12
[routing by layer]
metal  global-route usage, %  part of all wire (%)  wire length (microns)  vias to the layer above
met5                       0                     0                      0                        -
li1                        -                     -                      -                     8567
met1                    20.1                    47                  26300                     7842
met3                    4.66                   7.6                   4260                       71
met2                    21.2                    44                  24600                      295
met4                    1.99                   1.6                    917                        0
Power figures rest on the tool's default switching activity, not on a simulated workload.
